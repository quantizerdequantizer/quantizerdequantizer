==> flow/design.v <==
module shortLeadingOneDetection(
   input  logic [9:0] inputWord,
   output logic [3:0] locationOfOne
);
always @(inputWord) begin
  casez (inputWord)
    {{1'b1},{8{1'b?}}} : locationOfOne <= 9;
    {{2{1'b0}},{{1'b1},{7{1'b?}}}} : locationOfOne <= 8;
    {{3{1'b0}},{{1'b1},{6{1'b?}}}} : locationOfOne <= 7;
    {{4{1'b0}},{{1'b1},{5{1'b?}}}} : locationOfOne <= 6;
    {{5{1'b0}},{{1'b1},{4{1'b?}}}} : locationOfOne <= 5;
    {{6{1'b0}},{{1'b1},{3{1'b?}}}} : locationOfOne <= 4;
    {{7{1'b0}},{{1'b1},{2{1'b?}}}} : locationOfOne <= 3;
    {{8{1'b0}},{{1'b1},{1{1'b?}}}} : locationOfOne <= 2;
    {{9{1'b0}},{{1'b1}}} : locationOfOne <= 1;
    10'b0 : locationOfOne <= 0;
    default: locationOfOne <= 0;
  endcase
end
endmodule
==> flow/run.sh <==
#!/bin/bash
# OpenROAD 26Q1-2900-gdf79404cd8, Yosys 0.63+post, stock flow scripts
make -C /OpenROAD-flow-scripts/flow DESIGN_CONFIG=/design/flow/config.mk WORK_HOME=/design/flow/orfs finish
==> flow/config.mk <==
export PLATFORM = sky130hd
export DESIGN_NAME = shortLeadingOneDetection
export DESIGN_NICKNAME = shortLeadingOneDetection
export VERILOG_FILES = /design/flow/design.v
export SDC_FILE = /design/flow/constraint.sdc
export NUM_CORES = 4
export LEC_CHECK = 1
export CORE_AREA = 10 10 70 70
export DIE_AREA = 0 0 80 80
==> flow/constraint.sdc <==
current_design shortLeadingOneDetection

set clk_period 3.4
set clk_io_pct 0.2

create_clock -name clk0 -period $clk_period

set non_clock_inputs [all_inputs -no_clocks]
set_input_delay [expr $clk_period * $clk_io_pct] -clock clk0 $non_clock_inputs
set_output_delay [expr $clk_period * $clk_io_pct] -clock clk0 [all_outputs]
==> flow_metrics.env <==
# flow metrics
export IMPL_dp_cells=74
export IMPL_fp_util_pct=3.15
export IMPL_synth_warnings=1
export IMPL_drt_iter0_markers=0
export IMPL_track_usage_pct=1.92
export IMPL_ios=14
export IMPL_grt_max_degree=6
export IMPL_fp_dieH_um=80
export IMPL_power_density_nw_per_um2=90.7
export IMPL_postCtsSetupBuffers=0
export IMPL_cts_resized=0
export IMPL_grt_pass1_wl_mm=1.01
export IMPL_crit_fanout=2
export IMPL_cts_hold_buf=0
export IMPL_rsz0062_at_grt="false"
export IMPL_drive_above_1_share_pct=14.3
export IMPL_ys_cells=14
export IMPL_wirelength_um=601
export IMPL_ys_seq_share_pct=0
export IMPL_warnings=32
export IMPL_synth_chip_area_um2=108
export IMPL_aoi_share_pct=47.7
export IMPL_die_area_um2=6400
export IMPL_nClkBuffers=0
export IMPL_hp_class="in -> out"
export IMPL_yosysTopAreaCell="nor4_4"
export IMPL_xor_share_pct=0
export IMPL_most_common_cell="nor2_1"
export IMPL_swShare_pct=36.2
export IMPL_maxCapViolCount=0
export IMPL_synthTopCellsByArea="nor4_4 (20%), a2111oi_2 (14%), a221oi_2 (14%)"
export IMPL_num_rows=21
export IMPL_power_leakage_nw=0.0847
export IMPL_core_um2=3420
export IMPL_critPathKind="in -> out"
export IMPL_max_freq_mhz=332
export IMPL_end_kind="primary output"
export IMPL_gp_congestion=0.763
export IMPL_syn_mean_instance_area_um2=7.69
export IMPL_setup_viol=0
export IMPL_comb_power_share_pct=100.0
export IMPL_p_int_w=0.0000177
export IMPL_dp_hpwl_um=588
export IMPL_stdcell_count=74
export IMPL_netSwitchingPower_w=0.0000100
export IMPL_overflow=0
export IMPL_seq_area_um2=0
export IMPL_start_kind="primary input"
export IMPL_avgRoutedWirePerCell_um=8.12
export IMPL_chipWidth_um=80
export IMPL_synthDistinctLibCells=10
export IMPL_arrival_ns=2.33
export IMPL_outcome="completed"
export IMPL_vdd_ir_drop_worst_mv=0.0119
export IMPL_seq_cell_count=0
export IMPL_drc=0
export IMPL_min_period_over_period_pct=88.6
export IMPL_synth_cells=14
export IMPL_seq_power_share_pct=0
export IMPL_ant_nets=0
export IMPL_yosys_top_cells_count="nor2_1 (4), inv_1 (2)"
export IMPL_first_global_vias=181
export IMPL_io_buffers=14
export IMPL_worstPathRequired_ns=2.72
export IMPL_synthSimpleGateAreaFrac_pct=45.3
export IMPL_ys_top_logic_family="AND-OR/OR-AND gates"
export IMPL_synthMuxAreaShare_pct=0
export IMPL_max_slew_margin_rel_pct=82.5
export IMPL_min_period_ns=3.01
export IMPL_hold_viol=0
export IMPL_tns_ns=0
export IMPL_drv_slew=0
export IMPL_dr_pass1_iters=1
export IMPL_antenna_found_initial=0
export IMPL_tightest_slew_ns=0.261
export IMPL_syn_to_final_growth_pct=184
export IMPL_netlist_area_leader_share_pct=19.8
export IMPL_vias=165
export IMPL_adder_share_pct=0
export IMPL_routed_via_density=2.23
export IMPL_clkPwrFrac_pct=0
export IMPL_diodes=0
export IMPL_syn_area_um2=108
[path summary, 6_finish.rpt]
| check | cells after the start | startpoint | slack (ns) | to |
|---|---|---|---|---|
| max | 5 | inputWord[3] | 0.39 | locationOfOne[0] |
| min | 3 | inputWord[9] | 2.40 | locationOfOne[0] |
[worst max-delay path, stage by stage]
cell and delay [ns]:
clkdlybuf4s50_1 0.47, nor4_4 0.34, o21ai_2 0.09, a221oi_2 0.23, clkdlybuf4s50_1 0.51
[through the flow]
step	hold slack, ns	util [%]	area, um^2	total power (W)	setup WS (ns)
after floorplan	1.37	-	108	0.00000554	1.49
after global routing	2.43	8.94	305	0.0000300	0.281
final	2.40	8.94	305	0.0000277	0.388
after detailed placement	2.40	8.94	305	0.0000283	0.377
after CTS	2.40	8.94	305	0.0000283	0.370
after global placement	2.38	8.94	305	0.0000277	0.363
[power by group through the flow]
stage	registers, W	logic (W)	clock network, W
CTS	0	0.0000283	0
global route	0	0.0000300	0
finish	0	0.0000277	0
[logic make-up after synthesis]
kind of cell | after synthesis
buffers and inverters | 2
and+or+nand+nor | 7
AOI/OAI and AO/OA | 5
[layout make-up]
type                            count  area [um^2]
Inverter                            2         7.51
Multi-Input combinational cell     12          100
Fill cell                         407         3110
Tap cell                           46         57.6
Timing Repair Buffer               14          140
[routing by layer]
metal	vias up	GRT usage [%]	share of wire, %
met4	0	0	0
li1	83	-	-
met3	0	0.455	6.2
met1	77	2.44	42
met5	-	0	0
met2	5	3.37	52
[layout by cell type, fill, tap and decap left out]
master	n
clkdlybuf4s50_1	14
nor2_1	4
inv_1	2
nor4_4	1
nor4_1	1
o21ai_1	1
a2111oi_2	1
a211oi_1	1
nor2b_1	1
o21ai_2	1
a221oi_2	1
Power figures rest on the tool's default switching activity, not on a simulated workload.
