### config.mk
export PLATFORM = sky130hd
export DESIGN_NAME = OneWayQuantizer
export DESIGN_NICKNAME = OneWayQuantizer
export VERILOG_FILES = /design/flow/design.v
export SDC_FILE = /design/flow/constraint.sdc
export NUM_CORES = 4
export LEC_CHECK = 1
export CORE_UTILIZATION = 40
### constraint.sdc
current_design OneWayQuantizer

set clk_period 22.1
set clk_io_pct 0.2

create_clock -name clk0 -period $clk_period

set non_clock_inputs [all_inputs -no_clocks]
set_input_delay [expr $clk_period * $clk_io_pct] -clock clk0 $non_clock_inputs
set_output_delay [expr $clk_period * $clk_io_pct] -clock clk0 [all_outputs]
### design.v
module OneWayQuantizer ( OrigFormat, bitWidth,Mid, StepSizeExp, Conv, IsBool, QuantizedBits, IsOutlier); 
  parameter L2_WIDTH = 512 ;
  parameter WordWidth_WIDTH = 32 ;   
  parameter ExponentLength=8;
  input [WordWidth_WIDTH-1:0] OrigFormat;
  input [4:0] bitWidth;
  input  signed [WordWidth_WIDTH-1:0] Mid;
  input  [ExponentLength-1:0] StepSizeExp;
  input [0:0] Conv;
  input [3:0] IsBool;
  output [WordWidth_WIDTH-1:0] QuantizedBits ;
  output [0:0] IsOutlier;
  reg [WordWidth_WIDTH-1:0] QuantizedBits ;
  wire [L2_WIDTH-1:0] OutputStr; 
  reg [0:0] sign;
  reg [6:0] Exponent;
  reg [22:0] Mantissa;
  reg [31:0] NumberOfMantissaShift;
  reg [32:0] MantissaShifted;
  reg [23:0] MantissaHidden;
  reg signed [31:0] BitsPlusMid;
wire  [WordWidth_WIDTH -1:0] temp1, temp2;
always @(sign or Exponent or Mantissa or MantissaHidden or NumberOfMantissaShift or MantissaShifted or  BitsPlusMid  or Mid)
begin
	sign [0:0]<=OrigFormat[31:31];
	Exponent<=OrigFormat[30:23];
	Mantissa<=OrigFormat[22:0];
	MantissaHidden={1'b1,Mantissa};  
	NumberOfMantissaShift<= ((127-Exponent)-StepSizeExp);
	MantissaShifted <= ({MantissaHidden,8'b0}>>(32-NumberOfMantissaShift));
	if(sign ==1'b0) begin
		BitsPlusMid<=-MantissaShifted[31:0]-Mid;
	end else begin
		BitsPlusMid<=MantissaShifted[3:0]-Mid;
	end
end
assign temp1         = {WordWidth_WIDTH{1'b1}} >>WordWidth_WIDTH-bitWidth;     
assign temp2         = temp1 & BitsPlusMid;
assign IsOutlier = &temp2;
always @( Conv or IsBool or OrigFormat or BitsPlusMid  )
begin
	if(Conv==1'b1) begin
		case (IsBool) 
		4'b0000: begin
			QuantizedBits<=BitsPlusMid;
			end
		4'b0001: begin
			QuantizedBits[0]<=OrigFormat[0:0];
			QuantizedBits[1:1]<=OrigFormat[8:8];
			QuantizedBits[8:2]<=OrigFormat[15:9];
			QuantizedBits[9:9]<=OrigFormat[16:16];
			QuantizedBits[16:10]<=OrigFormat[23:17];
			QuantizedBits[17:17]<=OrigFormat[24:24];
			QuantizedBits[24:18]<=OrigFormat[31:25];
			QuantizedBits[31:25]<=7'b0;
			end
		4'b0010: begin
			QuantizedBits[0]<=OrigFormat[0:0];
			QuantizedBits[7:1]<=OrigFormat[7:1];
			QuantizedBits[8:8]<=OrigFormat[8:8];
			QuantizedBits[9:9]<=OrigFormat[16:16];
			QuantizedBits[16:10]<=OrigFormat[23:17];
			QuantizedBits[17:17]<=OrigFormat[24:24];
			QuantizedBits[24:18]<=OrigFormat[31:25];
			QuantizedBits[31:25]<=7'b0;	
			end
		4'b0011: begin
			QuantizedBits[0]<=OrigFormat[0:0];
			QuantizedBits[1:1]<=OrigFormat[8:8];
			QuantizedBits[2:2]<=OrigFormat[16:16];
			QuantizedBits[9:3]<=OrigFormat[23:17];
			QuantizedBits[10:10]<=OrigFormat[24:24];
			QuantizedBits[17:11]<=OrigFormat[31:25];
			QuantizedBits[31:18]<=14'b0;
			end
		4'b0100: begin
			QuantizedBits[0:0]<=OrigFormat[0:0];
			QuantizedBits[7:1]<=OrigFormat[7:1];
			QuantizedBits[8:9]<=OrigFormat[8:8];
			QuantizedBits[15:9]<=OrigFormat[15:9];
			QuantizedBits[16:16]<=OrigFormat[16:16];
			QuantizedBits[17:17]<=OrigFormat[24:24];
			QuantizedBits[24:18]<=OrigFormat[31:25];
			QuantizedBits[31:25]<=7'b0;
			end
		4'b0101: begin
			QuantizedBits[0] <=OrigFormat[0:0];
			QuantizedBits[1:1]<=OrigFormat[8:8];
			QuantizedBits[8:2]<=OrigFormat[15:9];
			QuantizedBits[9:9]<=OrigFormat[16:16];
			QuantizedBits[10:10]<=OrigFormat[24:24];
			QuantizedBits[17:11]<=OrigFormat[31:25];
 			QuantizedBits[31:18]<=14'b0;
			end
		4'b0110: begin
			QuantizedBits[0]<=OrigFormat[0:0];
			QuantizedBits[7:1]<=OrigFormat[7:1];
			QuantizedBits[8:8]<=OrigFormat[8:8];
			QuantizedBits[9:9]<=OrigFormat[16:16];
			QuantizedBits[10:10]<=OrigFormat[24:24];
			QuantizedBits[17:11]<=OrigFormat[31:25];	
			QuantizedBits[31:18]<=14'b0;
			end
		4'b0111: begin
			QuantizedBits[0]<= OrigFormat[0:0];
			QuantizedBits[1:1]<=OrigFormat[8:8];
			QuantizedBits[2:2]<=OrigFormat[16:16];
			QuantizedBits[3:3]<=OrigFormat[24:24];
			QuantizedBits[10:4]<=OrigFormat[31:25];
			QuantizedBits[31:11]<=21'b0;
			end
		4'b1000: begin
 			QuantizedBits[0]<= OrigFormat[0:0];
			QuantizedBits[7:1]<=OrigFormat[7:1];
			QuantizedBits[8:8]<=OrigFormat[8:8];
			QuantizedBits[15:9]<=OrigFormat[15:9];
			QuantizedBits[16:16]<=OrigFormat[16:16];
			QuantizedBits[17:17]<=OrigFormat[24:24];
			QuantizedBits[24:18]<=OrigFormat[31:25];
			QuantizedBits[31:25]<=7'b0;
			end
		4'b1001: begin
			QuantizedBits[0]<=OrigFormat[0:0];
			QuantizedBits[1:1]<=OrigFormat[8:8];
			QuantizedBits[10:2]<=OrigFormat[15:9];
			QuantizedBits[11:11]<=OrigFormat[16:16];
			QuantizedBits[18:12]<=OrigFormat[23:17];
			QuantizedBits[19:19]<=OrigFormat[24:24];
			QuantizedBits[31:20]<=12'b0;
			end
		4'b1010: begin
			QuantizedBits[0]<=OrigFormat[0:0];
			QuantizedBits[7:1]<=OrigFormat[7:1];
			QuantizedBits[8:8]<=OrigFormat[8:8];
			QuantizedBits[9:9]<=OrigFormat[16:16];
			QuantizedBits[17:10]<=OrigFormat[23:17];
			QuantizedBits[18:18]<=OrigFormat[24:24];
			QuantizedBits[31:19]<=13'b0;
			end
		4'b1011: begin
			QuantizedBits[0]<=OrigFormat[0:0];
			QuantizedBits[1:1]<=OrigFormat[8:8];
			QuantizedBits[2:2]<=OrigFormat[16:16];
			QuantizedBits[9:3]<=OrigFormat[23:17];
			QuantizedBits[10:10]<=OrigFormat[24:24];
			QuantizedBits[31:11]<=21'b0;
			end
		4'b1100: begin
 			QuantizedBits[0]<=OrigFormat[0:0];
			QuantizedBits[7:1]<=OrigFormat[7:1];
			QuantizedBits[8:8]<=OrigFormat[8:8];
			QuantizedBits[15:9]<=OrigFormat[15:9];
			QuantizedBits[16:16]<=OrigFormat[16:16];
			QuantizedBits[17:17]<=OrigFormat[24:24];
			QuantizedBits[31:18]<=14'b0;
			end
		4'b1101: begin
			QuantizedBits[0]<=OrigFormat[0:0];
			QuantizedBits[1:1]<=OrigFormat[8:8];
			QuantizedBits[8:2]<=OrigFormat[15:9];
			QuantizedBits[9:9]<=OrigFormat[16:16];
			QuantizedBits[10:10]<=OrigFormat[24:24];
			QuantizedBits[31:11]<=21'b0;
			end
		4'b1110: begin
			QuantizedBits[0]<=OrigFormat[0:0];
			QuantizedBits[7:1]<=OrigFormat[7:1];
			QuantizedBits[8:8]<=OrigFormat[8:8];
			QuantizedBits[9:9]<=OrigFormat[16:16];
			QuantizedBits[10:10]<=OrigFormat[24:24];
			QuantizedBits[31:11]<=21'b0;
			end
		4'b1111: begin
			QuantizedBits[0]<=OrigFormat[0:0];
			QuantizedBits[1:1]<=OrigFormat[8:8];
			QuantizedBits[2:2]<=OrigFormat[16:16];
			QuantizedBits[3:3]<=OrigFormat[24:24];
			QuantizedBits[31:4]<=28'b0;
			end
		endcase
	end else begin
		QuantizedBits<=OrigFormat;
	end 
end
endmodule
### run.sh
#!/bin/bash
# OpenROAD 26Q1-2900-gdf79404cd8, Yosys 0.63+post, stock flow scripts
make -C /OpenROAD-flow-scripts/flow DESIGN_CONFIG=/design/flow/config.mk WORK_HOME=/design/flow/orfs finish
==> qor.tcl <==
set qor(timing.critical_path.from) {OrigFormat[24]}
set qor(total_leakage_power_nw) 3.24
set qor(hpwl_um) 21300
set qor(first_pass_iters) 7
set qor(report.final.setup_viol) 0
set qor(ys_seq_share_pct) 0
set qor(final_antenna_net_count) 0
set qor(vias_per_cell) 6.19
set qor(ctsHoldBuffers) 0
set qor(crit_type) {in -> out}
set qor(clock_buffers) 0
set qor(detail_route.iter0.violations) 707
set qor(powerDensity_nw_per_um2) 35.6
set qor(ys_types) 78
set qor(overall_fraction_of_global_route_tracks_in_use_pct) 30.0
set qor(first_global_vias) 7236
set qor(gp_congestion) 1.05
set qor(port_buffers) 115
set qor(synthesized_instance_count) 1028
set qor(cp_slowest_cell) {sky130_fd_sc_hd__a221oi_1}
set qor(fp.dieH_um) 131
set qor(ios) 115
set qor(finalNonFillerCells) 1309
set qor(cp_max_fo) 28
set qor(min_tclk_post_route_ps) 16990
set qor(route.vias.total) 8105
set qor(postPlaceCellArea_um2) 8000
set qor(routed_wirelength_um) 26300
set qor(synthesis.yosys.warnings) 1
set qor(core-area_um2) 16100
set qor(postCtsSetupRepairBufs) 0
set qor(worst_setup_path_start_kind) {primary input}
set qor(fin_util_pct) 49.6
set qor(setup.worst_path.end_class) {primary output}
set qor(hold_viol) 0
set qor(worst_path_largest_cell_delay_ps) 790
set qor(run_status) {completed}
set qor(fin_crit_sh_pct) 76.9
set qor(warnings) 42
set qor(max_slew_margin_pct) 41.1
set qor(die_area_um2) 17300
set qor(wire_length_of_the_first_global_routing_pass_um) 40500
set qor(tightest_slew_ps) 884
set qor(n_antenna_cell) 0
set qor(irDropWorstVdd_mv) 0.0237
set qor(floorplanUtilization_pct) 41.6
set qor(setup.worst_path.end) {IsOutlier[0]}
set qor(post_cts_resized) 0
set qor(synth_top_cell_by_area) {sky130_fd_sc_hd__ha_1}
set qor(max_capacitance_violation_count) 0
set qor(post_route_cells_drive_above_1_share_pct) 4.76
set qor(routed_wire_length_per_instance_um) 20.1
set qor(holdCritPathClass) {in -> out}
set qor(grt_max_degree) 50
set qor(maximum_operating_frequency_mhz) 58.8
set qor(grt_antenna_before_repair) 0
set qor(design_power_total_mw) 0.285
set qor(finalSetupTns_ps) 0
set qor(grt_setup_unrepaired) {false}
set qor(flow.area_growth_from_synthesis_pct) 19.3
set qor(placement_rows) 46
set qor(yosys-stat-cells) 1028
set qor(final_global_route_overflow_total) 0
set qor(cp.arrival_ps) 12570
set qor(ff_count) 0
set qor(flop_area_um2) 0
set qor(remaining_drc_errors) 0
set qor(syn_area_per_cell_um2) 6.52
set qor(synth_largest_type_area_fraction_pct) 16.4
set qor(place.detailed.instances) 1309
set qor(die_width_um) 131
set qor(synth.yosys.chip_area_um2) 6700
set qor(synth.area.top_cells) {sky130_fd_sc_hd__ha_1 (16%), sky130_fd_sc_hd__nand2_1 (6.8%), sky130_fd_sc_hd__nor2_1 (5.8%)}
set qor(finalInstanceArea_um2) 8000
set qor(syn-cell-area_um2) 6700
set qor(worst-endpoint-required_ps) 17680
set qor(slew_viol_final) 0
cells in the mapped netlist (6+ instances only):
master / count
sky130_fd_sc_hd__nand2_1: 122
sky130_fd_sc_hd__nor2_1: 104
sky130_fd_sc_hd__ha_1: 88
sky130_fd_sc_hd__inv_1: 78
sky130_fd_sc_hd__o21ai_0: 71
sky130_fd_sc_hd__a21oi_1: 59
sky130_fd_sc_hd__clkbuf_1: 55
sky130_fd_sc_hd__xnor2_1: 36
sky130_fd_sc_hd__nand3_1: 32
sky130_fd_sc_hd__mux2i_1: 30
sky130_fd_sc_hd__a31oi_1: 24
sky130_fd_sc_hd__nor3_1: 24
sky130_fd_sc_hd__o22ai_1: 17
sky130_fd_sc_hd__a21o_1: 14
sky130_fd_sc_hd__mux2_2: 13
sky130_fd_sc_hd__nand4_1: 13
sky130_fd_sc_hd__o2111ai_1: 13
sky130_fd_sc_hd__a211oi_1: 12
sky130_fd_sc_hd__a221oi_1: 12
sky130_fd_sc_hd__xor2_1: 12
sky130_fd_sc_hd__nor4_1: 11
sky130_fd_sc_hd__o21a_1: 11
sky130_fd_sc_hd__or3_1: 11
sky130_fd_sc_hd__buf_1: 9
sky130_fd_sc_hd__o211ai_1: 9
sky130_fd_sc_hd__o21ai_1: 9
sky130_fd_sc_hd__mux4_2: 7
sky130_fd_sc_hd__nor2b_1: 7
sky130_fd_sc_hd__o211a_1: 7
sky130_fd_sc_hd__a211o_1: 6
sky130_fd_sc_hd__and2_1: 6
sky130_fd_sc_hd__o311ai_0: 6
sky130_fd_sc_hd__o31ai_1: 6
power by group:
group          switching [mW]  internal [mW]
clock network               0              0
registers                   0              0
logic                   0.171          0.114
total                   0.171          0.114
metal layers:
metal  GRT usage, %  vias to the layer above  routed length (um)  share of wire, %
met3           4.88                       46                2500               9.5
met2           44.0                      406               11100                42
li1               -                     3943                   -                 -
met4           8.40                        0                 803               3.1
met1           44.9                     3710               11800                45
met5              0                        -                   0                 0
per-stage QoR:
step / setup WS, ps / hold WS (ps)
detailed placement: 5150 / 9860
CTS: 5120 / 9860
floorplan: 7060 / 8890
global route: 4470 / 9920
global placement: 5140 / 9860
finish: 5110 / 9870
cell families after synthesis:
family / synth area share, %
multiplexers: 9.18
adder cells (fa/ha/maj): 17.3
AND/OR/NAND/NOR: 25.0
AND-OR/OR-AND: 33.3
buffers and inverters: 8.34
XOR/XNOR: 6.85
cells in the final DEF (no fill, tap or decap), types with 6 or more instances in the layout:
master,instances
sky130_fd_sc_hd__a211oi_1,12
sky130_fd_sc_hd__a31oi_1,24
sky130_fd_sc_hd__a211o_1,6
sky130_fd_sc_hd__and2_1,6
sky130_fd_sc_hd__o311ai_0,6
sky130_fd_sc_hd__a221oi_1,12
sky130_fd_sc_hd__clkdlybuf4s50_1,114
sky130_fd_sc_hd__buf_4,16
sky130_fd_sc_hd__inv_1,78
sky130_fd_sc_hd__nand3_1,32
sky130_fd_sc_hd__o21a_1,11
sky130_fd_sc_hd__a21oi_1,59
sky130_fd_sc_hd__nor2b_1,7
sky130_fd_sc_hd__nor2_1,104
sky130_fd_sc_hd__o31ai_1,6
sky130_fd_sc_hd__o211ai_1,9
sky130_fd_sc_hd__or3_1,11
sky130_fd_sc_hd__o2111ai_1,13
sky130_fd_sc_hd__nand2_1,122
sky130_fd_sc_hd__nand4_1,13
sky130_fd_sc_hd__ha_1,88
sky130_fd_sc_hd__nor4_1,10
sky130_fd_sc_hd__o211a_1,7
sky130_fd_sc_hd__mux4_2,7
sky130_fd_sc_hd__o21ai_1,9
sky130_fd_sc_hd__xnor2_1,35
sky130_fd_sc_hd__o21ai_0,71
sky130_fd_sc_hd__a21o_1,14
sky130_fd_sc_hd__xor2_1,11
sky130_fd_sc_hd__mux2i_1,30
sky130_fd_sc_hd__nor3_1,24
sky130_fd_sc_hd__o22ai_1,17
sky130_fd_sc_hd__mux2_2,13
worst min-delay path by stage:
stage	from	endpoint	slack, ps	cells past startpoint
CTS	OrigFormat[31]	QuantizedBits[24]	9860	5
global route	OrigFormat[31]	QuantizedBits[24]	9920	5
finish	OrigFormat[31]	QuantizedBits[24]	9870	5
area by class of cell:
cell class | count | area (um2)
fillers | 1666 | 8120
multi-input cells | 883 | 6160
repair buffers | 131 | 1270
inverters | 79 | 297
well taps | 216 | 270
worst max-delay path: cells and delay by family:
| family | cells | cell delay (ps) |
|---|---|---|
| adders and majority gates | 4 | 1380 |
| and+or+nand+nor | 5 | 1150 |
| AOI/OAI and AO/OA | 15 | 4150 |
| buffers and inverters | 4 | 1480 |
Power is estimated from default activity; no workload was simulated.
